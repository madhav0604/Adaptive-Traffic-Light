### ./config.mk
export PLATFORM = sky130hd
export DESIGN_NAME = smart_traffic_controller
export DESIGN_NICKNAME = smart_traffic_controller
export VERILOG_FILES = /design/flow/design.v
export SDC_FILE = /design/flow/constraint.sdc
export NUM_CORES = 4
export LEC_CHECK = 1
export CORE_UTILIZATION = 40
### ./constraint.sdc
current_design smart_traffic_controller

set clk_period 5.2
set clk_io_pct 0.2

create_clock -name clk0 -period $clk_period [get_ports {clk}]

set non_clock_inputs [all_inputs -no_clocks]
set_input_delay [expr $clk_period * $clk_io_pct] -clock clk0 $non_clock_inputs
set_output_delay [expr $clk_period * $clk_io_pct] -clock clk0 [all_outputs]
### ./design.v
module smart_traffic_controller (
    input clk,
    input reset,
    input [1:0] sensor_north, sensor_south, sensor_east, sensor_west,
    output reg light_north_red,
    output reg light_north_yellow,
    output reg light_north_green_straight,
    output reg light_north_green_right,
    output reg light_south_red,
    output reg light_south_yellow,
    output reg light_south_green_straight,
    output reg light_south_green_right,
    output reg light_east_red,
    output reg light_east_yellow,
    output reg light_east_green_straight,
    output reg light_east_green_right,
    output reg light_west_red,
    output reg light_west_yellow,
    output reg light_west_green_straight,
    output reg light_west_green_right
);
    reg [3:0] state;
    reg start_timer; 
    reg [31:0] duration;
    wire timeout;
    reg prev_timeout;
    timer t1 (
        .clk(clk),
        .reset(reset),
        .start_timer(start_timer),
        .load_value(duration),
        .timeout(timeout)
    );
    function [31:0] get_dynamic_green_total;
        input [1:0] sensor;
        begin
            case(sensor)
                2'b00: get_dynamic_green_total = 30;    
                2'b01: get_dynamic_green_total = 45;    
                2'b10: get_dynamic_green_total = 70;    
                2'b11: get_dynamic_green_total = 100;   
                default: get_dynamic_green_total = 45;
            endcase
        end
    endfunction
    function [31:0] get_straight_right_duration;
        input [1:0] sensor;
        begin
            get_straight_right_duration = (get_dynamic_green_total(sensor) * 7) / 10;
        end
    endfunction
    function [31:0] get_straight_only_duration;
        input [1:0] sensor; 
        begin
            get_straight_only_duration = get_dynamic_green_total(sensor) - get_straight_right_duration(sensor);
        end
    endfunction
    always @(posedge clk or posedge reset) begin
        if (reset) begin
            state <= 1;
            start_timer <= 1;
            duration <= get_straight_right_duration(sensor_south);
            prev_timeout <= 0;
        end 
        else begin
            prev_timeout <= timeout;
            if (timeout && !prev_timeout) begin
                start_timer <= 0; 
                case (state)
                    1: begin  
                        state <= 2;
                        duration <= get_straight_only_duration(sensor_south);
                    end
                    2: begin 
                        state <= 3;
                        duration <= 5;  
                    end
                    3: begin
                        state <= 4;
                        duration <= get_straight_right_duration(sensor_north);
                    end
                    4: begin 
                        state <= 5;
                        duration <= 5;
                    end
                    5: begin
                        state <= 6;
                        duration <= get_straight_right_duration(sensor_east);
                    end
                    6: begin  
                        state <= 7;
                        duration <= get_straight_only_duration(sensor_east);
                    end
                    7: begin  
                        state <= 8;
                        duration <= 5;  
                    end
                    8: begin
                        state <= 9;
                        duration <= get_straight_right_duration(sensor_west);
                    end
                    9: begin 
                        state <= 10;
                        duration <= 5;  
                    end
                    10: begin 
                        state <= 1;
                        duration <= get_straight_right_duration(sensor_south);
                    end
                endcase
                start_timer <= 1;
            end
            else if (!timeout) begin
                start_timer <= 0; 
            end
        end
    end
    always @(*) begin
        light_north_red = 1; light_north_yellow = 0; 
        light_north_green_straight = 0; light_north_green_right = 0;
        light_south_red = 1; light_south_yellow = 0; 
        light_south_green_straight = 0; light_south_green_right = 0;
        light_east_red = 1; light_east_yellow = 0; 
        light_east_green_straight = 0; light_east_green_right = 0;
        light_west_red = 1; light_west_yellow = 0; 
        light_west_green_straight = 0; light_west_green_right = 0;
        case (state)
            1: begin  
                light_south_red = 0;
                light_south_green_straight = 1;
                light_south_green_right = 1;
            end
            2: begin  
                light_south_red = 0;
                light_south_green_straight = 1;
                light_north_red = 0;
                light_north_green_straight = 1;
            end
            3: begin  
                light_south_red = 0;
                light_south_yellow = 1;
                light_north_red = 0;
                light_north_green_straight = 1;
            end
            4: begin  
                light_north_red = 0;
                light_north_green_straight = 1;
                light_north_green_right = 1;
            end
            5: begin  
                light_north_red = 0;
                light_north_yellow = 1;
            end
            6: begin  
                light_east_red = 0;
                light_east_green_straight = 1;
                light_east_green_right = 1;
            end
            7: begin  
                light_east_red = 0;
                light_east_green_straight = 1;
                light_west_red = 0;
                light_west_green_straight = 1;
            end
            8: begin  
                light_east_red = 0;
                light_east_yellow = 1;
                light_west_red = 0;
                light_west_green_straight = 1;
            end
            9: begin  
                light_west_red = 0;
                light_west_green_straight = 1;
                light_west_green_right = 1;
            end
            10: begin  
                light_west_red = 0;
                light_west_yellow = 1;
            end
        endcase
    end
endmodule
module timer (
    input clk,
    input reset,
    input start_timer,
    input [31:0] load_value,
    output reg timeout
);
    reg [31:0] counter;
    reg timer_running;
    always @(posedge clk or posedge reset) begin
        if (reset) begin
            counter <= 0;
            timeout <= 0;
            timer_running <= 0;
        end else if (start_timer && !timer_running) begin
            counter <= load_value;
            timeout <= 0;
            timer_running <= 1;
        end else if (timer_running) begin
            if (counter == 1) begin
                counter <= 0;
                timeout <= 1;
                timer_running <= 0; 
            end else begin
                counter <= counter - 1;
                timeout <= 0;
            end
        end else begin
            timeout <= 0; 
        end
    end
endmodule
### ./run.sh
#!/bin/bash
# OpenROAD 26Q1-2900-gdf79404cd8, Yosys 0.63+post, stock flow scripts
make -C /OpenROAD-flow-scripts/flow DESIGN_CONFIG=/design/flow/config.mk WORK_HOME=/design/flow/orfs finish
==> notes.org <==
#+TITLE: Physical design notes

** Detailed routing
- Via density per instance :: 5.637
- Before antenna repair, the detailed router went through 5 iterations.
- Per the detail_route report, DRC violations left total 0.
- Aggregate routed wire length :: 17,320 um
- Number of vias after detailed routing :: 6,088
- Count of routing violations after the opening detailed-route iteration :: 288
- Routed length per placed instance :: 16.03 um
- Count of nets left with antenna violations after detail routing :: 0
- Count of inserted antenna diode cells :: 0

** Global route
- The first global-routing pass estimated 28,350 um of wire.
- Largest net degree at the start of global routing :: 54
- Number of antenna violations at the first check in global routing :: 0
- Number of global-route vias before repair :: 5,726
- Summed over all layers, the global routing overflow is 0.
- Global-route usage over all layers :: 0.2490

** Run
- OpenROAD warnings :: 58
- The tool flagged a number of max-cap violations equal to 0.

** Finish
- The flow measured a signed area growth from synthesis to layout of 46.45%.
- Finished Core Util :: 0.6058
- Per the final layout report, the fraction of cells sized above drive strength 1 comes to 0.3717.
- Commonest non-fill, non-tap cells in the layout :: 199 x buf_4, 79 x nand2_1, 58 x nor2_1, 51 x dfrtp_1, 49 x o21ai_0
- Filler Cell Count :: 1,130
- Dominant logic cell type in the layout :: buf_4

** Timing
- Dividing the final minimum period by the clock period gives 1.441.
- Unrepaired setup endpoints after global routing :: yes
- Tmin final :: 7.494 ns
- The clock arrives with 0.004225 ns of skew.
- Setup-failing EPs final :: 13
- Count of final hold-check violations :: 0
- In the final report, the number of pins over their slew limit comes to 0.
- Max Clock Freq :: 0.1334 GHz
- Worst-case setup margin in the final layout :: -2.294 ns
- Relative max-transition margin :: 0.4959
- Looking at the max-slew report, the worst-margin pin has a slew of 0.7533 ns.

** Place
- Port-buffer cells :: 25
- Sum of net half-perimeters after detailed placement :: 13,150 um
- Worst setup timing slack at the placement stage :: -3.032 ns
- RePlAce ended its routability-driven mode at a weighted congestion of 0.9204.

** Worst setup path
- For the worst reg-to-reg path, the startpoint reported by OpenROAD is state[0].
- The critical path is of the in2reg type.
- In this design, the critical path's most frequently occurring cell is ha_4.
- The critical path maximum fanout is 6.
- According to the timing report, the arrival time at the worst endpoint equals 7.71 ns.
- Delay of the slowest cell on the worst path :: 0.55 ns
- Data required time of the critical path :: 5.41 ns
- STA reports a reg2reg setup slack of -2.23 ns.
- Reg-to-reg critical path endpoint :: duration[6]
- Worst-path cell with the longest stage delay :: or4_4
- The worst setup path is captured at a flop.
- Worst-case reg-to-reg path depth :: 35
- STA classifies the critical path startpoint as an input pin.

** Floorplanning
- Number of rows created at floorplan :: 42
- Horizontal die dimension :: 119.5 um
- Core Density at Floorplan :: 0.4137
- Pin placement for this block handled 26 I/O pins.
- Core region area :: 0.01335 mm^2
- According to the floorplan report, the total die area is 0.01428 mm^2.
- Die extent in y :: 119.5 um

** Worst hold path
- Type of the tightest min-delay check :: reg2reg
- STA lists the startpoint of the worst hold path as t1.timeout.
- In the hold report, the worst path ends at prev_timeout.
- Number of cells on the worst hold path :: 0

** Logic synthesis
- Cells after Synth :: 704
- Among all flip-flop cells after synthesis, the most frequent one is dfrtp_1.
- After synthesis, the cell types taking the most area are dfrtp_1 23%, ha_1 10%, nand2_1 5.5%, o21ai_0 4.8%, nor2_1 4.2%.
- Number of standard cells reported by yosys :: 704
- Biggest area consumer among synthesized cells :: dfrtp_1
- The post-synth register bit count is 53.
- After synthesis, the chip area reported by Yosys is 0.005522 mm^2.
- After synthesis the cells add up to 0.005522 mm^2.
- Per Yosys stat, the portion of area used by sequential elements is 0.2407.
- Yosys mapped a number of flops with a built-in enable equal to 0.
- Fraction of synthesis flops using an asynchronous set or reset pin :: 1.000
- Mean instance size in the synthesized netlist :: 7.843 um^2
- Of the post-synthesis cell area, the dominant cell type holds 0.2311.
- Count of distinct cell types in the synthesized netlist :: 93
- Synth warn :: 35

** Clocking
- Insertion delay of the later-clocked pin in the worst-skew pair :: 0.29 ns
- CTS buffer count :: 5
- CTS tree :: built
- Buffer depth of the longest clock path :: 2
- Post-CTS Hold Fix Bufs :: 0
- Clock tree synthesis selected as its root buffer the cell clkbuf_16.
- Clock edge transition at the registers on the reported setup and hold paths :: 0.07 ns
- Counting every sink on the clock net gives 53.
- H-tree Lvls :: 2

** Pwr
- Ratio of total power to cell area :: 216.1 mW/mm^2
- Design Power :: 1.748 mW
- Maximum resistive drop on vdd :: 133.2 uV
- Leakage :: 3.734 nW

** Run status
- The checks that failed: negative setup slack.
- The flow ran to the end, but the final reports show violations.
==> state kept, by name, indices dropped and copies added (netlist names) <==
name / flops
t1.timer_running: 1
t1.counter: 32
start_timer: 1
t1.timeout: 1
state: 4
duration: 13
prev_timeout: 1
==> cell type report <==
cell class,count,area (um^2),area share
multi-input combinational,578,4419,0.5465
tap,176,220.2,0.02723
clock buffer,6,138.9,0.01717
clock inverter,2,37.54,0.004642
sequential,53,1329,0.1643
timing repair buffer,226,1765,0.2183
inverter,39,176.4,0.02182
==> Yosys cell counts, types with 10 or more instances <==
library cell and n:
a21oi_1 39, nand2_1 81, clkbuf_1 21, and2_1 11
nor3_1 19, ha_1 45, o21ai_0 53, dfrtp_1 51
nor2_1 62, nand3_1 24, o311ai_0 11, nand2b_1 13
inv_1 37, buf_2 10
==> worst max-delay path by stage <==
stage | start | endpoint | slack (ns) | cells after the start
4_1_cts | sensor_east[1] | duration[6] | -2.26 | 37
5_1_grt | sensor_west[1] | duration[6] | -2.59 | 37
6_report | sensor_east[0] | duration[6] | -2.29 | 36
==> report_power, final <==
part	total [mW]	internal [mW]	leakage, nW	switching [mW]
clock network	0.388	0.240	0.0831	0.147
registers	0.413	0.413	0.692	0.000453
logic	0.947	0.498	2.96	0.449
==> through the flow <==
step / setup TNS [ns] / area [um^2] / hold slack [ns] / cells
floorplan: -23.26 / 5742 / 0.3742 / 704
global placement: -30.92 / 7413 / 0.3836 / 1050
detailed placement: -31.54 / 7413 / 0.3893 / 1050
CTS: -21.16 / 7829 / 0.4050 / 1069
global route: -24.95 / 8087 / 0.4338 / 1080
finish: -21.27 / 8087 / 0.4044 / 1080
==> metal layers <==
metal  vias up  global-route usage  routed length, um  part of all wire
met1      2890              0.4003               8501              0.49
li1       3008                   -                  -                 -
met3        11             0.03981               1008             0.058
met2       179              0.3699               7705              0.44
met4         0             0.02500                 99            0.0057
met5         -                   0                  0                 0
==> logic make-up (layout without fill, tap and decap cells) <==
family,count (synthesis),in the layout,synth area share
DFF,53,53,0.2407
and+or+nand+nor,279,279,0.2552
muxes,14,14,0.02651
xor gates and xnor gates,13,13,0.02062
adders and majority gates,49,49,0.1133
AOI/OAI and AO/OA,223,223,0.2901
buffers and inverters,73,273,0.05370
==> worst max-delay path, delay by kind of cell <==
kind | cells | cell delay [ns]
AND-OR/OR-AND | 12 | 2.09
XOR/XNOR | 1 | 0.23
AND/OR/NAND/NOR | 8 | 1.29
buffers and inverters | 6 | 0.43
multiplexers | 2 | 0.60
adder cells (fa/ha/maj) | 7 | 1.98
==> timing repair <==
item | in CTS | in global routing
gates resized | 62 | 52
setup endpoints to repair | 13 | 13
setup buffers | 14 | 13
endpoints found under the hold margin | 0 | 0
pin swaps | 44 | 46
No activity file was given, so power comes from the tool's default toggle rates.
